File: ./run.sh
#!/bin/bash
# OpenROAD 26Q1-2900-gdf79404cd8, Yosys 0.63+post, stock flow scripts
make -C /OpenROAD-flow-scripts/flow DESIGN_CONFIG=/design/flow/config.mk WORK_HOME=/design/flow/orfs finish
File: ./config.mk
export PLATFORM = sky130hd
export DESIGN_NAME = clock_divider
export DESIGN_NICKNAME = clock_divider
export VERILOG_FILES = /design/flow/design.v
export SDC_FILE = /design/flow/constraint.sdc
export NUM_CORES = 4
export LEC_CHECK = 1
export CORE_AREA = 10 10 70 70
export DIE_AREA = 0 0 80 80
File: ./constraint.sdc
current_design clock_divider

set clk_period 3.5
set clk_io_pct 0.2

create_clock -name clk0 -period $clk_period [get_ports {clk}]

set non_clock_inputs [all_inputs -no_clocks]
set_input_delay [expr $clk_period * $clk_io_pct] -clock clk0 $non_clock_inputs
set_output_delay [expr $clk_period * $clk_io_pct] -clock clk0 [all_outputs]
File: ./design.v
module clock_divider (clk_div, clk);
    parameter n = 15;
    input clk;
    output clk_div;
    reg [n-1:0] num;
    wire [n-1:0] next_num;
    always @(posedge clk) begin
        num = next_num;
    end
    assign next_num = num + 1;
    assign clk_div = num[n-1];
endmodule
module lab5(clk, rst, money_5, money_10, cancel, check,
count_down, LED, DIGIT, DISPLAY);
    input clk;
    input rst;
    input money_5;
    input money_10;
    input cancel;
    input check;
    input count_down;
    output [15:0] LED;
    output [3:0] DIGIT;
    output [6:0] DISPLAY;
    wire clk_div13;
    wire clk_div16;
    wire clk_div27;
    clock_divider #(13) m11(clk_div13, clk);
    clock_divider #(16) m12(clk_div16, clk);
    clock_divider #(27) m13(clk_div27, clk);
    wire money_5_;
    wire money_10_;
    wire cancel_;
    wire count_down_;
    wire check_;
    wire money_5_temp;
    wire money_10_temp;
    wire cancel_temp;
    wire count_down_temp;
    wire check_temp;
    debounce m1(.pb_debounced(money_5_), .pb(money_5), .clk(clk_div16));
    debounce m2(.pb_debounced(money_10_), .pb(money_10), .clk(clk_div16));
    debounce m3(.pb_debounced(cancel_), .pb(cancel), .clk(clk_div16));
    debounce m4(.pb_debounced(count_down_), .pb(count_down), .clk(clk_div16));
    debounce m5(.pb_debounced(check_), .pb(check), .clk(clk_div16));
    onepulse m6(.rst(rst), .clk(clk_div16), .pb_debounced(money_5_), .pb_1pulse(money_5_temp));
    onepulse m7(.rst(rst), .clk(clk_div16), .pb_debounced(money_10_), .pb_1pulse(money_10_temp));
    onepulse m8(.rst(rst), .clk(clk_div16), .pb_debounced(cancel_), .pb_1pulse(cancel_temp));
    onepulse m9(.rst(rst), .clk(clk_div16), .pb_debounced(count_down_), .pb_1pulse(count_down_temp));
    onepulse m10(.rst(rst), .clk(clk_div16), .pb_debounced(check_), .pb_1pulse(check_temp));
    reg [3:0] value;
    reg [3:0] value1;
    reg [3:0] value2;
    reg [3:0] value3;
    reg [3:0] value4;
    reg [6:0] DISPLAY_temp;
    reg [3:0] DIGIT_temp;
    always @(posedge clk_div16) begin
        case (DIGIT_temp)
            4'b0111: begin
                value = value1;
                DIGIT_temp = 4'b1110;
            end
            4'b1110: begin
                value = value2;
                DIGIT_temp = 4'b1101;
            end
            4'b1101: begin
                value = value3;
                DIGIT_temp = 4'b1011;
            end
            4'b1011: begin
                value = value4;
                DIGIT_temp = 4'b0111;
            end
            default: begin
                DIGIT_temp = 4'b0111;
            end
        endcase
    end
    always @* begin
        case (value)
            4'd0: DISPLAY_temp = 7'b1000000;
            4'd1: DISPLAY_temp = 7'b1111001;
            4'd2: DISPLAY_temp = 7'b0100100;
            4'd3: DISPLAY_temp = 7'b0110000;
            4'd4: DISPLAY_temp = 7'b0011001;
            4'd5: DISPLAY_temp = 7'b0010010;
            4'd6: DISPLAY_temp = 7'b0000010;
            4'd7: DISPLAY_temp = 7'b1111000;
            4'd8: DISPLAY_temp = 7'b0000000;
            4'd9: DISPLAY_temp = 7'b0010000;
            4'd10: DISPLAY_temp = 7'b0100000;
            4'd11: DISPLAY_temp = 7'b0101011;
            4'd12: DISPLAY_temp = 7'b0100001;
            4'd13: DISPLAY_temp = 7'b0010001; 
        endcase
    end
    reg clk_temp;
    reg [2:0] state;
    integer flag1 = 0;
    reg [3:0] value1_temp;
    reg [3:0] value2_temp;
    reg [3:0] value3_temp;
    reg [3:0] value4_temp;
    reg [7:0] temp;
    always @* begin
        if(state == 3'd0 || state == 3'd1 || state == 3'd2)begin
            clk_temp = clk_div16;
        end
        else if(state == 3'd3 || state == 3'd4)begin
            clk_temp = clk_div27;
        end
        else begin
            clk_temp = clk_div27;
        end
    end
    reg [15:0] led = 16'b0000000000000000;
    reg [7:0] max;
    reg [15:0] bonus;
    always @(posedge clk_temp or posedge rst)begin
        if(rst == 1)begin
            value1 = 4'd0;
            value2 = 4'd0;
            value3 = 4'd0;
            value4 = 4'd0;
            led = 16'b0000000000000000;
            state = 3'd0;
        end
        else if(state == 3'd0)begin
            value1 = 4'd0;
            value2 = 4'd0;
            value3 = 4'd0;
            value4 = 4'd0;
            led = 16'b0000000000000000;
            state = 3'd1;
            max = 4'd0;
        end
        else if(state == 3'd1)begin
            if(money_5_temp == 1)begin
                if(value1 == 4'd0 && value2 == 4'd5)begin
                    value1 = value1;
                    value2 = value2;
                    value3 = value3;
                    value4 = value4;
                end
                else if(value1 == 4'd5)begin
                    value1 = 4'd0;
                    value2 = value2 + 4'd1;
                    if(value3 < 4'd9)begin
                        value3 = value3 + 4'd1;
                    end
                    else begin
                        value3 = value3;
                    end
                    value4 = value4;
                end
                else if(value1 == 4'd0)begin
                    value1 = 4'd5;
                    if(value3 < 4'd9)begin
                        value3 = value3 + 4'd1;
                    end
                    else begin
                        value3 = value3;
                    end
                end
                else begin
                    value3 = value3;
                end
            end
            else if(money_10_temp == 1)begin
                if((value1 == 4'd5 && value2 == 4'd4) || (value1 == 4'd0 && value2 == 4'd5))begin
                    value1 = 4'd0;
                    value2 = 4'd5;
                end
                else begin
                    value2 = value2 + 4'd1;
                    if(value3 == 4'd9)begin
                        value3 = value3;
                    end
                    else if(value3 == 4'd8)begin
                        value3 = value3 + 4'd1;
                    end
                    else if(value3 < 4'd8)begin
                        value3 = value3 + 4'd2;
                    end
                    else begin
                        value3 = value3;
                    end
                end
            end
            if(cancel_temp == 1 && (value1 > 4'd0 || value2 > 4'd0))begin
                state = 3'd4;
                value3 = 4'd0;
                value4 = 4'd0;
            end
            else if(check_temp == 1 && (value1 > 4'd0 || value2 > 4'd0))begin
                state = 3'd2;
                max = value3;
                bonus = 16'd0;
            end
            else begin
                state = 3'd1;
            end
        end
        else if(state == 3'd2)begin
            if(count_down_temp == 1)begin
                value3 = value3 - 4'd1;
                if(value3 == 4'd0)begin
                    value3 = max;
                end
                bonus = 16'd0;
            end
            else if(cancel_temp)begin
                state = 3'd4;
                value3 = 4'd0;
                value4 = 4'd0;
            end
            else if(check_temp)begin
                state = 3'd3;
                if(value2 == 4'd5)begin
                    max = 50;
                end
                else begin
                    max = max * 5;
                end
                temp = value3 * 5;
                temp = max - temp;
                value1_temp = temp % 10;
                value2_temp = temp / 10;
                value3_temp = value3;
                value4_temp = value4;
            end
            else begin
                if(bonus < 8192)begin
                    bonus = bonus + 16'd1;
                end
                else begin
                    state = 3'd4;
                    value3 = 4'd0;
                    value4 = 4'd0;
                end
            end
        end
        else if(state == 3'd3)begin
            if(led == 16'b0000000000000000 && flag1 < 4)begin
                led = 16'b1111111111111111;
                flag1 = flag1 + 1;
            end
            else if(led == 16'b1111111111111111 && flag1 < 4)begin
                led = 16'b0000000000000000;
            end
            else begin
                flag1 = flag1;
            end
            if(flag1 < 4)begin
                value4 = 4'd10;
                value3 = 4'd11;
                value2 = 4'd12;
                value1 = 4'd13;
            end
            else if(flag1 == 4)begin
                led = 16'b0000000000000000;
                flag1 = 0;
                state = 3'd4;
                value1 = value1_temp;
                value2 = value2_temp;
                value3 = 4'd0;
                value4 = 4'd0;
            end
            else begin
                state = state;
            end
        end
        else if(state == 3'd4)begin
            value3 = 4'd0;
            value4 = 4'd0;
            if(value2 >= 4'd1)begin
                value2 = value2 - 4'd1;
            end
            else if(value2 == 4'd0 && value1 == 4'd5)begin
                value1 = 4'd0;
            end
            else if(value1 == 4'd0 && value2 == 4'd0)begin
                state = 3'd0;
            end
            else begin
                value2 = value2;
            end
        end
        else begin
            state = state;
        end
    end
    assign DISPLAY = DISPLAY_temp;
    assign DIGIT = DIGIT_temp;
    assign LED = led;
endmodule
==> impl_metrics.toml <==
# implementation run metrics
[outcome]
status = "finished, final reports clean"

[synth]
logic_family = "simple AND/OR/NAND/NOR gates"
syn_area_um2 = 577
synth_seq_share = 0.521
yosysTopAreaCellShare = 0.521
ys.flops = 15
synth_area_leader_cell = "dfxtp_1"
yosysWarningCount = 1
synth_adder_area_share = 0.0217
simple_gate_area_frac = 0.234
syn_inst = 56
synthAoiAreaFrac = 0
topCellsByArea = "dfxtp_1 52%, xor2_1 12%, xnor2_1 7.6%, nand3_1 4.3%, nor3_1 4.3%"
synth_chip_area_um2 = 577
synth_stat.cells = 56
synthDistinctLibCells = 13
avgSynthCellArea_um2 = 10.3
synthXorXnorAreaFrac = 0.197
mux_area_frac = 0

[timing]
finalHoldViolations = 0
timing.fmax_mhz = 560
fin_tns_setup_ns = 0
slew_viol_final = 0
worst_pin_slew_ns = 0.302
fin_skew_ns = 0.00501
fin_crit_sh = 0.511
slew_headroom = 0.797
fin_ws_ns = 1.71
setup_viol = 0
min_period_ns = 1.79
rsz0062_at_grt = "false"

[worst_setup_path]
cp_slowest_stage_delay_ns = 0.46
rrSetupSlack_ns = 2.13
worstPathMaxFanout = 2
startpoint = "num[14]$_DFF_P_"
critPathKind = "flop to output pin"
crit_required_ns = 2.80
reg2regPathDepth = 4
r2r_start = "num[0]$_DFF_P_"
timing.rr.end = "num[14]$_DFF_P_"
slowest_stage = "clkdlybuf4s50_1"
crit_family = "buffers and inverters"
start_kind = "flop"
end_kind = "output pin"
path_cells = "clkdlybuf4s50_1"
crit_buf_inv = 1
critPathArrivalTime_ns = 1.09

[place]
dp.cells = 103
io_buffers = 1
dp_slack_ns = 2.00
gp_congestion = 0.675
post-dp-hpwl_um = 578

[routing]
drt_wl_total_um = 766
vias = 359
wl_per_cell_um = 7.16
ant_nets = 0
viasPerCell = 3.36
drc = 0
drt_first_pass_iters = 3
diodes = 0
drtIter0Drc = 25

[finish]
finish.utilization = 0.196
areaGrowthSynthToFinish_pct = 16.3
largest_register_ffs = 15
fillers = 383
final_common_cell = "dfxtp_1"
final_cells = 107
drive_gt1_frac = 0.0820
lay_top_cells = "15 x dfxtp_1, 8 x xor2_1, 5 x nand3_1, 5 x nor3_1, 5 x xnor2_1"

[cts]
cts_max_path_buffers = 2
clk_pin_slew_ns = 0.09
cts_setup_buffers = 0
root_buffer = "clkbuf_4"
htreeDepth = 1
cts-hold-fix-buffers = 0
insertion_delay_ns = 0.28
cts_sinks = 15
cts_tree = "built"
cts-resized-gates = 0
numCtsBuffers = 3

[die]
die_h_um = 80
die_w_um = 80
fp_util = 0.169
rows = 21
io_pins = 2
coreArea_um2 = 3420
fp.dieArea_um2 = 6400

[global_route]
grt_max_degree = 9
grt_overflow = 0
grt_use_total = 0.0255
grt_pass1_vias = 319
grtUsageMet1 = 0.0344
top_usage_layer = "met1"
grt_pass1_wl_mm = 1.32
use_met2 = 0.0321
antenna_found_initial = 0
grt_use_met3 = 0.0205

[worst_hold_path]
hold_depth = 1
min_to = "num[0]$_DFF_P_"
hold_class = "flop to flop"
hold_start = "num[0]$_DFF_P_"

[pwr]
leakagePower_uw = 0.000258
ir_drop_uv = 173
p_per_area_nw_per_um2 = 397

[flow_run]
cap_violations = 0
openroad.warnings = 25
[worst register-to-register path, delay by kind of cell (launching register included)]
kind	cells	cell delay, ns
xor gates and xnor gates	1	0.16
adders and majority gates	1	0.27
and+or+nand+nor	2	0.49
DFF	1	0.39
[where the power goes]
part | switching (µW) | total, µW | internal [µW]
registers | 0 | 170 | 170
clock network | 51.6 | 95.8 | 44.2
logic | 0 | 0.000123 | 0
total | 51.6 | 266 | 215
[Yosys cell counts, drive strengths merged]
| library cell | instances |
|---|---|
| ha | 1 |
| nand4 | 4 |
| nor4 | 2 |
| dfxtp | 15 |
| xor2 | 8 |
| nor3 | 5 |
| nand3 | 5 |
| inv | 4 |
| xnor2 | 5 |
| nand2 | 4 |
| nor2 | 3 |
[metal layers]
| layer | wire, µm | up-vias | share of wire |
|---|---|---|---|
| li1 | - | 197 | - |
| met1 | 420 | 157 | 0.55 |
| met2 | 274 | 5 | 0.36 |
| met3 | 71 | 0 | 0.093 |
| met4 | 0 | 0 | 0 |
| met5 | 0 | - | 0 |
[cell type report]
type                    instances  area, µm²  area share
flip-flops and latches         15        300       0.448
well taps                      46       57.6      0.0858
repair buffers                  1       10.0      0.0149
multi-input cells              37        262       0.390
clock buffers                   4       26.3      0.0392
inverters                       4       15.0      0.0224
[worst max path at each step]
stage	to	slack (ns)	cells after the start
4_1_cts	clk_div	1.69	1
6_report	clk_div	1.71	1
5_1_grt	clk_div	1.65	1
[cell families after synthesis]
kind of cell,Yosys count
adder cells (fa/ha/maj),1
AND/OR/NAND/NOR,23
XOR/XNOR,13
buffers and inverters,4
flip-flops,15
[per-stage QoR]
stage / instance area [µm²] / power (µW) / hold WS, ns
after floorplan: 577 / 174 / 0.394
after global placement: 644 / 174 / 0.414
after CTS: 671 / 270 / 0.436
after global routing: 671 / 281 / 0.465
after detailed placement: 644 / 174 / 0.415
final: 671 / 266 / 0.431
Power and IR drop assume default switching activity.
